**/design/flow/design.v**
```verilog
module bin_counter (q,qbar,load,clk,reset);
	output [7 : 0] q;
	output [7: 0] qbar;
	input load,clk,reset;
	wire [5:0] temp;
		tflipflop ff1 (q[0],qbar[0],load, clk,reset);
		tflipflop ff2 (q[1],qbar[1],q[0], clk,reset);
		and (temp[0],q[0],q[1]);
		tflipflop ff3 (q[2],qbar[2],temp[0], clk,reset);
		and (temp[1],q[2],temp[0]);
		tflipflop ff4 (q[3],qbar[3],temp[1], clk,reset);
		and (temp[2],q[3],temp[1]);
		tflipflop ff5 (q[4],qbar[4],temp[2], clk,reset);
		and (temp[3],q[4],temp[2]);
		tflipflop ff6 (q[5],qbar[5],temp[3], clk,reset);
		and (temp[4],q[5],temp[3]);
		tflipflop ff7 (q[6],qbar[6],temp[4], clk,reset);
		and (temp[5],q[6],temp[4]);
		tflipflop ff8 (q[7],qbar[7],temp[5], clk,reset);
endmodule
module tflipflop (q,qbar,t,clk,reset);
	output q,qbar;
	input t,clk,reset;
	reg q,qbar;
		initial 
			begin 
				q = 1'b0;
				qbar = 1'b1;
			end
		always @ (posedge clk)
			if (reset)begin
				q = 1'b0;
				qbar = 1'b1;
			end
			else
				begin
				q = t^q;
				qbar = ~q;
			end
endmodule
```
**/design/flow/run.sh**
```bash
#!/bin/bash
# OpenROAD 26Q1-2900-gdf79404cd8, Yosys 0.63+post, stock flow scripts
make -C /OpenROAD-flow-scripts/flow DESIGN_CONFIG=/design/flow/config.mk WORK_HOME=/design/flow/orfs finish
```
**/design/flow/config.mk**
```make
export PLATFORM = sky130hd
export DESIGN_NAME = bin_counter
export DESIGN_NICKNAME = bin_counter
export VERILOG_FILES = /design/flow/design.v
export SDC_FILE = /design/flow/constraint.sdc
export NUM_CORES = 4
export LEC_CHECK = 1
export CORE_AREA = 10 10 80 80
export DIE_AREA = 0 0 90 90
```
**/design/flow/constraint.sdc**
```tcl
current_design bin_counter

set clk_period 1.7
set clk_io_pct 0.2

create_clock -name clk0 -period $clk_period [get_ports {clk}]

set non_clock_inputs [all_inputs -no_clocks]
set_input_delay [expr $clk_period * $clk_io_pct] -clock clk0 $non_clock_inputs
set_output_delay [expr $clk_period * $clk_io_pct] -clock clk0 [all_outputs]
```
==> ds_physical_params.txt <==
Summary of implementation characteristics

Parameter                              Value

Outcome
  Run status    finished with violations
  Violated checks    negative setup slack

Synthesis
  Average size of a mapped cell    approximately 11 um^2
  Flip-flop cell with the highest count after synthesis    sky130_fd_sc_hd__dfxtp_1
  Library cell occupying the most area in the post-synthesis netlist    sky130_fd_sc_hd__dfxtp_1
  List of most frequent post-synthesis cells    16 x sky130_fd_sc_hd__buf_4, 16 x sky130_fd_sc_hd__dfxtp_1, 8 x sky130_fd_sc_hd__and2b_2, 6 x sky130_fd_sc_hd__ha_1, 6 x sky130_fd_sc_hd__inv_1
  Area share of the largest cell type after synthesis    0.502
  Netlist area before placement    638 um^2
  Post-synthesis chip area from yosys    638 um^2
  Synth warn    1
  Count of flip-flops with a built-in enable after synthesis    0
  Post-synth seq share    0.502
  Yosys stat cell total    56
  Synth unique cells    7
  Async set or reset register ratio after synthesis    0
  Synth top area cells    sky130_fd_sc_hd__dfxtp_1 50%, sky130_fd_sc_hd__buf_4 19%, sky130_fd_sc_hd__ha_1 12%, sky130_fd_sc_hd__and2b_2 11%, sky130_fd_sc_hd__inv_1 3.5%
  Number of register bits inferred by synthesis    16
  Post-Synthesis Cells    approximately 56

Timing
  Final setup violating endpoints    1
  Min Tclk post-route    around 1700 ps
  Slew at the pin closest to its max-slew limit    approximately 260 ps
  RSZ-0062 raised after global routing    yes
  Headroom to the max-slew limit    0.827
  Maximum clock rate    0.586 GHz
  Worst clock skew    0.477 ps
  Sum Neg Setup Slack    -5.59 ps
  Final tally of max-slew violations    0
  Final period utilization    1.00
  Final setup slack of the worst path    -5.59 ps
  Final Hold Violation Tally    0

Pwr
  Switching power as a share of total power    0.179
  Peak supply drop    0.202 mV
  Relative contribution of the clock network to total power    0.359
  Sequential power share    0.552
  Leakage Power    0.000351 uW
  Internal    595 uW
  Power density over the cells    792 nW/um^2
  Comb pwr share    0.089
  Post-route total power    725 uW
  Net load switching power    130 uW

CTS
  Clock Sinks    16
  Clock transition time at the flip-flop clock pins of the worst setup and hold paths    50 ps
  Number of buffers added by the clock tree synthesis step    3
  Number of H-tree levels    1
  Skew-Pair Late Insertion Delay    ~240 ps
  CTS Hold Buffers Added    0
  Max Root-Sink Buffers    2
  Clock root cell    sky130_fd_sc_hd__clkbuf_8
  Clock tree from TritonCTS    built

Floorplan
  Core outline area    4720 um^2
  Die area    8100 um^2
  Number of rows created at floorplan    25
  Number of top-level pins    19
  Die extent in y    90 um
  Floorplan-stage core utilization    0.135
  DIE WIDTH    ~90 um

Critical path
  Most repeated library cell on the critical path    sky130_fd_sc_hd__ha_4
  CP max-delay cell    sky130_fd_sc_hd__dfxtp_2
  Worst Path Class, Setup    reg2reg
  Element type at the critical path end    flip-flop
  Critical path arrival    1840 ps
  Cells traversed along the worst timing path    ha_4, ha_4, ha_4, ha_4, ha_4, ha_4, xor2_1, and2b_2
  Critical path peak fanout    2
  Data required time of the worst path    1830 ps
  CP peak stage delay    330 ps
  Kind of start point of the critical path    flip-flop

Global routing
  Number of global-route vias before repair    around 350
  Global route total overflow    0
  Initial antenna violation count    0
  Global-route wire length before repair    ~1700 um
  GRT Total Usage    0.0261
  Largest net degree at the start of global routing    11

Placed design
  Number of instances in the placed design    126
  Worst slack at placement    -38.5 ps
  Buffers on Ports    18
  Placer's final routability congestion estimate    between 0.6 and 0.7
  Placed wire-length estimate    894 um

Drt
  Violation count after the first detailed-route iteration    2
  Final routed DRC violation total    0
  Antenna-violating nets left    0
  Avg Vias per Cell    2.48
  Total Routed Length    1000 um
  Detailed Routing Iterations Pass 1    2
  Count of inserted antenna diode cells    0
  Final routed wire length divided by cell count    7.72 um
  Via count    322

Final layout
  Share of layout cells above drive strength 1    0.333
  Synthesis-to-layout area growth    43.5%
  Fillers    504
  Non-filler cells in the finished layout    130
  Final Core Density    0.194

Job
  Number of warnings in the stage logs    27
  # Max-Cap Violations    0

Min path
  Hold Crit Class    reg2reg
==> worst paths after layout <==
path / from / end / slack (ps) / cells after the start
setup / recovery: ff1.q / ff8.q / -6 / 8
hold / removal: ff8.q / ff8.qbar / 520 / 2
setup reg to reg: ff1.q / ff8.q / -6 / 8
hold reg to reg: ff8.q / ff8.qbar / 520 / 2
==> power groups by stage <==
stage,Combinational [uW],Clock (uW),Sequential (uW)
4_1_cts,67.3,272,400
6_report,64.5,261,400
5_1_grt,73.1,295,402
==> worst max-delay path: cells and delay by family, from the launching register on <==
kind,cells,cell delay (ps)
fa+ha+maj,6,910
flops,1,330
simple gates,1,190
xor+xnor,1,160
==> layout by cell type (no fill, tap or decap) <==
cell type	n
sky130_fd_sc_hd__and2b_2	8
sky130_fd_sc_hd__buf_4	2
sky130_fd_sc_hd__inv_1	6
sky130_fd_sc_hd__nand2b_1	2
sky130_fd_sc_hd__clkbuf_8	3
sky130_fd_sc_hd__dfxtp_2	2
sky130_fd_sc_hd__clkdlybuf4s50_1	18
sky130_fd_sc_hd__ha_4	6
sky130_fd_sc_hd__dfxtp_1	14
sky130_fd_sc_hd__xor2_1	2
==> stage by stage <==
step | area [um^2] | hold slack, ps
5_1_grt | 916 | 569
4_1_cts | 916 | 534
2_1_floorplan | 694 | 441
6_report | 916 | 522
3_5_place_dp | 846 | 519
3_3_place_gp | 846 | 490
==> final cells by class <==
class | count | area, um^2 | share of cell area
multi-input combinational | 18 | 250 | 0.273
timing repair buffer | 20 | 195 | 0.213
sequential | 16 | 323 | 0.352
clock buffer | 3 | 41.3 | 0.0451
inverter | 6 | 22.5 | 0.0246
tap | 67 | 83.8 | 0.0915
==> cells by family after synthesis <==
kind of cell | Yosys count | share of synthesized area
buffers and inverters | 22 | 0.224
AND/OR/NAND/NOR | 10 | 0.129
XOR/XNOR | 2 | 0.0275
flip-flops | 16 | 0.502
adder cells (fa/ha/maj) | 6 | 0.118
==> flip-flops by register name, indices dropped and copies added, names as in the netlist <==
register,flops
ff3.qbar,1
ff7.q,1
ff2.q,1
ff8.q,1
ff8.qbar,1
ff7.qbar,1
ff2.qbar,1
ff4.qbar,1
ff6.q,1
ff4.q,1
ff1.q,1
ff1.qbar,1
ff5.qbar,1
ff3.q,1
ff6.qbar,1
ff5.q,1
==> metal layers <==
| layer | track usage | part of all wire | up-vias |
|---|---|---|---|
| li1 | - | - | 167 |
| met1 | 0.0276 | 0.41 | 140 |
| met2 | 0.0381 | 0.42 | 15 |
| met3 | 0.0260 | 0.17 | 0 |
| met4 | 0.00133 | 0 | 0 |
| met5 | 0 | 0 | - |
==> what timing repair did <==
item / in CTS / in global routing
gates resized: 3 / 0
buffers inserted: 1 / 0
hold endpoints to repair: 0 / 0
cloned: 0 / 0
endpoints found under the setup margin: 1 / 1
No activity file was given, so power comes from the tool's default toggle rates.
