[design.v]
`timescale 1ns / 1ps
module connection_table(CLK, IN, node_A, node_B, write_enable, chip_select, OUT);
parameter DATA_WIDTH = 6;
parameter NODE_ADDRESS_SIZE = 4;
parameter ARRAY_LENGTH = 1 << (NODE_ADDRESS_SIZE * 2);
reg [DATA_WIDTH-1:0] connections[0:ARRAY_LENGTH-1];  
input CLK;
input [DATA_WIDTH-1:0] IN;
input [NODE_ADDRESS_SIZE-1:0] node_A;
input [NODE_ADDRESS_SIZE-1:0] node_B;
input write_enable;
input chip_select;
output reg [DATA_WIDTH-1:0] OUT;
always @(posedge CLK)
	begin : READ
	  if ( write_enable && chip_select ) begin
		 connections[{node_A, node_B}] = IN;
	  end
	end
always @(posedge CLK)
	begin : WRITE
	  if ( !write_enable && chip_select ) begin
		 OUT = connections[{node_A, node_B}];
	  end
	end
endmodule
[run.sh]
#!/bin/bash
# OpenROAD 26Q1-2900-gdf79404cd8, Yosys 0.63+post, stock flow scripts
make -C /OpenROAD-flow-scripts/flow DESIGN_CONFIG=/design/flow/config.mk WORK_HOME=/design/flow/orfs finish
[config.mk]
export PLATFORM = sky130hd
export DESIGN_NAME = connection_table
export DESIGN_NICKNAME = connection_table
export VERILOG_FILES = /design/flow/design.v
export SDC_FILE = /design/flow/constraint.sdc
export NUM_CORES = 4
export LEC_CHECK = 1
export CORE_UTILIZATION = 30
[constraint.sdc]
current_design connection_table

set clk_period 9.6
set clk_io_pct 0.2

create_clock -name clk0 -period $clk_period [get_ports {CLK}]

set non_clock_inputs [all_inputs -no_clocks]
set_input_delay [expr $clk_period * $clk_io_pct] -clock clk0 $non_clock_inputs
set_output_delay [expr $clk_period * $clk_io_pct] -clock clk0 [all_outputs]
==> notes.md <==
impl run done, here's what came out: CTS sink count 1542, met3 track utilization from global routing 10.9%, cts-stage hold buffer count 0, worst-path cell chain buf_8 > buf_4 > buf_4 > mux4_2 > a22oi_1 > a21oi_1 > o41ai_1 > nand4_1, Chip Width 446 um, Synth Area in Simple Gates 2.11%, Data required, critical path 10060 ps, via count 27786, warning total across the stage logs 28, HPWL after detailed placement 83.0 mm, H-tree depth reported by CTS 4, part of the Yosys area used for sequential elements 78.2%, Global Route Usage Sum 15.2%, die height 446 um, Critical Path Max Stage Delay 1080 ps, async set-reset flop share out of synthesis 0%, iteration count of the initial detailed-routing pass 4, path type of the worst setup path input pin to register, final setup violating endpoints 0, core area 195000 um^2, worst-skew pair later-pin latency 780 ps, hold slack final 1080 ps, Routed Wire Length 139 mm, mux frac, synth 14.6%, ratio of routed vias to standard cells 5.00, number of violations of the max-capacitance limit 0, worst-case vdd ir drop 0.190 mV, number of buffers and inverters on the critical path 3, area growth from synthesis to layout 13.6%, Design Power 0.0136 W, portion of the clock cycle consumed by the worst path in the final layout 59.6%, first-pass GRT wire length 207 mm, minimum clock period after layout 5720 ps, power per cell area 202 nW/um^2, Max clock buf depth 3, number of port buffers 22, Routability Congestion 0.840, Yosys reg bits 1542, relative slew slack 10.5%, yosys synthesis chip area 59200 um^2, post-detailed-route count of antenna-violating nets 0, pin count of the biggest net entering global routing 119, Synth Warn # 1, Setup WS pre-CTS 3000 ps, achievable frequency 0.175 GHz, global-route layer with the greatest usage met2, number of gates resized after CTS 0, XOR/XNOR share of the synthesized area 0%, element type at the critical path start input pin, CTS tree done, Leakage 19.8 nW, highest fanout seen on the critical path 49, type of the worst min-delay path register to register, Ports 23, vias in the first global route 31162, type of destination of the critical path register, ratio of cells with drive above 1 in the final layout 24.0%, max-slew violation total from the final report 0, Tightest Pin Transition 1330 ps, setup repair after global routing missed its margin no, Top cell by count, worst path buf_4, dominant combinational cell family by area after synthesis multiplexers, accumulated negative setup slack 0 ps, slowest library cell on the worst path o41ai_1, initial antenna violation count 2, result of the run complete, no violations, # Post-CTS Setup Buffers 0, mean area per synthesized cell 21.7 um^2, count of different cell masters after synthesis 22, GR met1 Demand/Resource 18.3%, area share of fa/ha/maj cells after synthesis 0%, flip-flops with a built-in enable 1542, AO/OA Area Share 3.60%, total clock buffers created by CTS 150, least setup slack across all paths after layout 3880 ps, DRT iter0 DRCs 1986, clock tree root buffer cell clkbuf_16, met2 demand-to-capacity share in global routing 22.6%, chip footprint 199000 um^2, yosys stat cell total 2730, aggregate global routing overflow 0, post-detailed-route wirelength per cell 25.1 um, Cells after Synth 2730, most instantiated flip-flop cell in the synthesis netlist edfxtp_1, Final Skew 26.8 ps, gate family responsible for the most delay along the worst path buffers and inverters, # rows 162, share of the core filled by cells before placement 30.3%, clock transition time at the flip-flop clock pins of the worst setup and hold paths 60 ps, residual DRC count 0, CP Data Arrival Time 6180 ps, final hold vios 0, mapped cell area 59200 um^2
==> routing by layer <==
layer / part of all wire [%] / wire length [um] / vias to the layer above
met3: 15 / 21400 / 199
met5: 0.15 / 210 / -
met4: 2.7 / 3720 / 4
met1: 35 / 48600 / 14339
met2: 47 / 65400 / 1527
li1: - / - / 11717
==> kinds of logic after synthesis <==
group,count (synthesis)
AND-OR/OR-AND,312
flip-flops,1542
multiplexers,384
buffers and inverters,177
AND/OR/NAND/NOR,315
==> worst reg2reg max path, stage by stage (launching register included) <==
cell      delay, ps
edfxtp_1        350
mux4_2          530
a22oi_1         320
a21oi_1         130
o41ai_1        1150
nand4_1         160
==> state kept, by name (all words and copies together) (netlist names) <==
register and count:
OUT 6, connections 1536
==> cell type report <==
class                           count  area, um^2
Antenna cell                        2        5.00
Clock buffer                      185        3970
Sequential cell                  1542       46300
Timing Repair Buffer              114         973
Fill cell                       17922      128000
Clock inverter                     81         609
Tap cell                         2624        3280
Multi-Input combinational cell   1011       12100
==> worst paths after layout <==
path	from	endpoint	slack, ps	cells after the start
worst max-delay path	node_B[0]	OUT[3]	3880	8
worst min-delay path	connections[96][0]	OUT[0]	1080	5
worst max register to register	connections[63][3]	OUT[3]	6630	5
worst min register to register	connections[96][0]	OUT[0]	1080	5
==> cells in the mapped netlist (2+ instances only) <==
master | count | area [um^2]
a21oi_1 | 96 | 480
a22oi_1 | 192 | 1440
and2_1 | 2 | 12.5
buf_1 | 28 | 105
buf_2 | 23 | 115
buf_4 | 6 | 45.0
buf_6 | 18 | 203
clkbuf_1 | 102 | 383
edfxtp_1 | 1542 | 46300
mux4_2 | 384 | 8650
nand2_1 | 30 | 113
nand2b_1 | 2 | 12.5
nand3_1 | 4 | 20.0
nand4_1 | 6 | 37.5
nor2_1 | 259 | 972
nor2b_1 | 7 | 43.8
o41ai_1 | 24 | 210
==> per-stage QoR <==
stage | cells | utilization, % | cell area, um^2
floorplan | 2730 | - | 59200
global placement | 5291 | 32.1 | 62600
detailed placement | 5291 | 32.1 | 62600
CTS | 5557 | 34.4 | 67200
global route | 5559 | 34.4 | 67200
finish | 5559 | 34.4 | 67200
==> where the power goes <==
part           internal (W)  leakage (nW)  switching (W)  total (W)
combinational      0.000207          3.70       0.000377   0.000583
clock               0.00310          2.25        0.00245    0.00555
sequential          0.00742          13.9     0.00000548    0.00742
total                0.0107          19.8        0.00283     0.0136
==> layout by cell type, fill, tap and decap left out, types with 11 or more instances in the layout <==
master              n
a21oi_1            96
a22oi_1           192
buf_4              90
clkbuf_1           31
clkbuf_16         154
clkdlybuf4s50_1    14
clkinv_1           30
clkinv_2           30
edfxtp_1         1542
mux4_2            384
nand2_1            19
nand2_2            11
nor2_1            258
o41ai_1            24
Power and IR drop assume default switching activity.
